==> ./design.v <==
module priority_encoder_4bits (
    input wire [3:0] data,
    output reg [1:0] result,
    output wire zero
);
    assign zero = (data == 4'b0000);
    always @(*)
        case (data)
            0, 1: result = 2'b00;
            2, 3: result = 2'b01;
            4, 5, 6, 7: result = 2'b10;
            default: result = 2'b11;
        endcase
endmodule
module priority_encoder_16bits (
    input wire [15:0] data,
    output wire [3:0] result,
    output wire zero
);
    wire [3:0] reduction = {(|data[15:12]), (|data[11:8]), (|data[7:4]), (|data[3:0])};
    wire [1:0] level1_result;
    wire level1_zero;
    priority_encoder_4bits level1 (
        .data  (reduction),
        .result(level1_result),
        .zero  (level1_zero)
    );
    wire [1:0] level2_result[3:0];
    wire [3:0] level2_zero;
    genvar i;
    generate
        for (i = 0; i < 4; i = i + 1) begin
            priority_encoder_4bits level2 (
                .data  (data[4*i+:4]),
                .result(level2_result[i]),
                .zero  (level2_zero[i])
            );
        end
    endgenerate
    wire [1:0] level2_result_summary = level2_result[level1_result];
    wire level2_zero_summary = level2_zero[level1_result];
    assign result = {level1_result, level2_result_summary};
    assign zero   = level2_zero_summary;
endmodule
module base4_divider (
    input wire clk,
    input wire rst,
    input wire [31:0] dividend,
    input wire [31:0] divisor,
    input wire input_valid,
    output wire [31:0] quotient,
    output wire [31:0] remainder,
    output wire output_valid
);
    localparam STATE_IDLE = 0;
    localparam STATE_PREPROCESS = 1;
    localparam STATE_SHIFT = 2;
    localparam STATE_DIVIDE = 3;
    localparam STATE_CACHED = 4;
    reg [4:0] cycle_counter;
    reg [2:0] state;
    reg [31:0] dividend_reg, divisor_reg;
    reg [15:0] interleaved_dividend_reg;
    reg [33:0] divisor_1, divisor_2, divisor_3;
    reg [65:0] dividend_shift;
    reg [31:0] quotient_shift;
    reg [31:0] last_dividend, last_divisor, last_quotient, last_remainder;   
    wire [15:0] interleaved_dividend_result = {
        dividend[31] | dividend[30],
        dividend[29] | dividend[28],
        dividend[27] | dividend[26],
        dividend[25] | dividend[24],
        dividend[23] | dividend[22],
        dividend[21] | dividend[20],
        dividend[19] | dividend[18],
        dividend[17] | dividend[16],
        dividend[15] | dividend[14],
        dividend[13] | dividend[12],
        dividend[11] | dividend[10],
        dividend[9] | dividend[8],
        dividend[7] | dividend[6],
        dividend[5] | dividend[4],
        dividend[3] | dividend[2],
        dividend[1] | dividend[0]
    };
    wire [3:0] counter_value;
    wire counter_zero;
    priority_encoder_16bits counter (
        .data  (interleaved_dividend_result),
        .result(counter_value),
        .zero  (counter_zero)
    );
    wire [4:0] counter_init = {!counter_zero, counter_value};
    wire counter_end = !cycle_counter[4];
    wire cache_hit = last_dividend == dividend_reg && last_divisor == divisor_reg;
    wire [33:0] divisor_1_gen = divisor_reg;
    wire [33:0] divisor_2_gen = {divisor_reg, 1'b0};
    wire [33:0] divisor_3_gen = divisor_2_gen + divisor_1_gen;
    wire [33:0] dividend_target = dividend_shift[65:32];
    wire lt1 = dividend_target < divisor_1;   
    wire lt2 = dividend_target < divisor_2;   
    wire lt3 = dividend_target < divisor_3;   
    reg [1:0] gen_res;
    always @(*)
        case ({
            lt1, lt2, lt3
        })
            3'b111, 3'b110, 3'b101, 3'b100: gen_res = 0;   
            3'b011, 3'b010: gen_res = 1;   
            3'b001: gen_res = 2;   
            3'b000: gen_res = 3;   
        endcase
    reg [33:0] sel_sub;
    always @(*)
        case (gen_res)
            0: sel_sub = 0;   
            1: sel_sub = divisor_1_gen;   
            2: sel_sub = divisor_2_gen;   
            3: sel_sub = divisor_3_gen;   
        endcase
    wire [33:0] dividend_sub = dividend_target - sel_sub;
    always @(posedge clk)
        if (rst) begin
            cycle_counter            <= 0;
            state                    <= STATE_IDLE;
            dividend_reg             <= 0;
            divisor_reg              <= 0;
            interleaved_dividend_reg <= 0;
            divisor_1                <= 0;
            divisor_2                <= 0;
            divisor_3                <= 0;
            dividend_shift           <= 0;
            quotient_shift           <= 0;
            last_dividend            <= 0;
            last_divisor             <= 0;
            last_quotient            <= 0;
            last_remainder           <= 0;
        end else
            case (state)
                STATE_IDLE: begin
                    if (input_valid) begin
                        state                    <= STATE_PREPROCESS;
                        dividend_reg             <= dividend;
                        divisor_reg              <= divisor;
                        interleaved_dividend_reg <= interleaved_dividend_result;
                    end
                end
                STATE_PREPROCESS: begin
                    if (cache_hit) state <= STATE_CACHED;
                    else state <= STATE_SHIFT;
                    quotient_shift <= 0;
                    dividend_shift <= {34'b0, dividend_reg};
                    divisor_1      <= divisor_1_gen;
                    divisor_2      <= divisor_2_gen;
                    divisor_3      <= divisor_3_gen;
                    cycle_counter  <= counter_init;
                end
                STATE_SHIFT: begin
                    state <= STATE_DIVIDE;
                    dividend_shift <= dividend_shift << {16 - cycle_counter[3:0], 1'b0};   
                end
                STATE_DIVIDE: begin
                    if (counter_end) begin
                        state          <= STATE_IDLE;
                        last_dividend  <= dividend_reg;
                        last_divisor   <= divisor_reg;
                        last_quotient  <= quotient;
                        last_remainder <= remainder;
                    end else begin
                        cycle_counter  <= cycle_counter - 1;
                        quotient_shift <= {quotient_shift[29:0], gen_res};
                    end
                    if (cycle_counter != 5'b10000)
                        dividend_shift <= {dividend_sub[31:0], dividend_shift[31:0], 2'b00};
                    else dividend_shift <= {2'b00, dividend_sub[31:0], 32'b00};
                end
                STATE_CACHED: state <= STATE_IDLE;
                default: state <= STATE_IDLE;
            endcase
    assign output_valid = state == STATE_DIVIDE && counter_end || state == STATE_CACHED;
    assign quotient     = state == STATE_CACHED ? last_quotient : quotient_shift;
    assign remainder    = state == STATE_CACHED ? last_remainder : dividend_shift[63:32];
endmodule
==> ./run.sh <==
#!/bin/bash
# OpenROAD 26Q1-2900-gdf79404cd8, Yosys 0.63+post, stock flow scripts
make -C /OpenROAD-flow-scripts/flow DESIGN_CONFIG=/design/flow/config.mk WORK_HOME=/design/flow/orfs finish
==> ./config.mk <==
export PLATFORM = sky130hd
export DESIGN_NAME = base4_divider
export DESIGN_NICKNAME = base4_divider
export VERILOG_FILES = /design/flow/design.v
export SDC_FILE = /design/flow/constraint.sdc
export NUM_CORES = 4
export LEC_CHECK = 1
export CORE_UTILIZATION = 30
==> ./constraint.sdc <==
current_design base4_divider

set clk_period 12.6
set clk_io_pct 0.2

create_clock -name clk0 -period $clk_period [get_ports {clk}]

set non_clock_inputs [all_inputs -no_clocks]
set_input_delay [expr $clk_period * $clk_io_pct] -clock clk0 $non_clock_inputs
set_output_delay [expr $clk_period * $clk_io_pct] -clock clk0 [all_outputs]
==> flow_summary.json <==
{
  "post_synth_and_or_nand_nor_area_fraction": 0.2059,
  "largestRegisters": "dividend_shift: 66 flops, divisor_3: 34 flops",
  "post_cts_resized": 0,
  "grtUsageTotal": 0.2104,
  "synth-compound-area-share": 0.1942,
  "timing.reg2reg.worst_path_depth": 22,
  "vias_in_the_first_global_route": 20799,
  "cell_internal_pwr_uw": 2626,
  "top_cells_by_count_synth": "421 x sky130_fd_sc_hd__nand2_1, 381 x sky130_fd_sc_hd__nor2_1, 365 x sky130_fd_sc_hd__dfxtp_1, 288 x sky130_fd_sc_hd__a21oi_1",
  "area_growth_syn_to_layout_pct": 16.11,
  "max_vdd_drop_v": 0.00008906,
  "power_switching_uw": 1703,
  "min_path_type": "flip-flop to flip-flop",
  "clock.latency.late_pin_ns": 0.61,
  "num_vias": 22600,
  "period_used_share": 0.5590,
  "drv_cap": 0,
  "holdCritStartpoint": "last_dividend[10]$_SDFFE_PP0P_",
  "globalRouteMet2Util": 0.3317,
  "cts_buffers": 44,
  "gp_congestion": 0.9826,
  "rsz_0062_raised_after_global_routing": "false",
  "finalSetupViolations": 0,
  "tritonroute_pass_1_iters": 6,
  "fillCellCount": 8256,
  "sequential_cell_area_um2": 7318,
  "timing.critical_path.arrival_ns": 7.54,
  "netSwitchingFraction": 0.3934,
  "count_of_endpoints_failing_hold_in_the_final_timing_report": 0,
  "detailedRoute.firstIterationViolations": 1903,
  "io_buffer_count": 131,
  "synth.area.top_cells": "sky130_fd_sc_hd__dfxtp_1 30%, sky130_fd_sc_hd__ha_1 8.5%, sky130_fd_sc_hd__nand2_1 6.5%",
  "postCtsSetupRepairBufs": 0,
  "totalWireLength_um": 85920,
  "pwr-share-seq": 0.297,
  "worstReg2RegStart": "dividend_shift[39]$_SDFFE_PP0P_",
  "timing.rr.end": "dividend_shift[62]$_SDFFE_PP0P_",
  "ctsRootBufferMaster": "sky130_fd_sc_hd__clkbuf_16",
  "crit_type": "flip-flop to flip-flop",
  "synth-cells-yosys": 3069,
  "global_route.overflow_total": 0,
  "static-leakage-power_uw": 0.01073,
  "powerDensity_nw_per_um2": 154.2,
  "detailedPlacementHpwl_um": 62670,
  "largest_register": "dividend_shift",
  "yosysWarnings": 3,
  "detail_route.wl_per_cell_um": 20.53,
  "num_io_pins": 132,
  "floorplan.initialDensity": 0.3045,
  "setup.reg_to_reg.worst_slack_ns": 5.56,
  "timing.final.max_slew_violations": 0,
  "drcViolationCount": 0,
  "combinationalPowerShare": 0.402,
  "die_span_y_um": 285.9,
  "clock_skew_ns": 0.03072,
  "grt_max_degree": 80,
  "synth-edff-count": 0,
  "use_met1": 0.3017,
  "grt_first_pass_wirelength_um": 129300,
  "yosys.area.top_type_share": 0.3022,
  "clock_tree.htree_level_count": 2,
  "largest_register_ff_count": 66,
  "yosys.area_share.adder": 0.08653,
  "yosys.area_share.xor_xnor": 0.04275,
  "post-route-min-period_ns": 7.043,
  "drive_above_1_share": 0.08900,
  "synth.cell_area_um2": 24180,
  "slowest_stage": "sky130_fd_sc_hd__nor4bb_4",
  "asyncSetResetFlopFracSynth": 0,
  "grt_use_met3": 0.03624,
  "yosys_register_bits": 365,
  "maximum_clock_frequency_mhz": 142.0,
  "cts.path.max_buffers": 3,
  "stage_log_warnings": 31,
  "grt_antenna_before_repair": 0,
  "yosys_most_used_dff": "sky130_fd_sc_hd__dfxtp_1",
  "crit_path_max_incr_delay_ns": 0.92,
  "hold_path_end": "last_dividend[10]$_SDFFE_PP0P_",
  "path_cells": "ha_1 > a21oi_1 > o21ai_0 > a2111oi_0 > o21ai_0 > o2111ai_1 > nor4bb_4 > buf_4 > mux2_2 > mux2_2 > nand2_1 > ha_1 > o211a_1 > o31ai_1 > a221oi_1 > o41a_1 > a21oi_4 > o21ai_2 > a31o_1 > a21oi_1 > nor4b_1 > or3b_1",
  "worstSetupStartpoint": "dividend_shift[39]$_SDFFE_PP0P_",
  "status": "finished clean",
  "multiInputGateArea_um2": 15840,
  "grt_most_used_layer": "met2",
  "synth_sequential_area_ratio": 0.3022,
  "worstPathRequired_ns": 13.10,
  "crit_start_category": "flip-flop",
  "clock_group_share_of_total_power": 0.301,
  "detail_route.vias_per_cell": 5.400,
  "number_of_antenna_diodes": 0,
  "synth_area_leader": "sky130_fd_sc_hd__dfxtp_1",
  "post_synth_mux_share": 0.1206,
  "timing.critical_path.fanout_max": 21,
  "ys_top_logic_family": "simple AND/OR/NAND/NOR gates",
  "cts-hold-fix-buffers": 0,
  "cp-end-kind": "flip-flop",
  "synthMostInstantiatedCell": "sky130_fd_sc_hd__nand2_1",
  "yosys.cell_types.count": 79,
  "cts_num_sinks": 365,
  "ys_area_um2": 24180,
  "transition_at_the_pin_with_the_smallest_max_transition_slack_ns": 0.9697,
  "cts.reportedPaths.clkPinSlew_ns": 0.07,
  "holdWs_ns": 0.4654,
  "core_area_um2": 79390,
  "die_x_extent_um": 285.9,
  "cts_tree": "yes",
  "setup-tns-final_ns": 0,
  "detail-route-antenna-nets": 0,
  "hold_path_depth": 2,
  "synthesis.instances": 3069,
  "syn-mean-instance-area_um2": 7.878,
  "rows": 103,
  "slew_headroom": 0.3525,
  "die_area_um2": 81730
}
## worst max-delay path by stage
stage	end	slack [ns]	depth (start not counted)
4_1_cts	dividend_shift[62]$_SDFFE_PP0P_	5.52	22
5_1_grt	dividend_shift[62]$_SDFFE_PP0P_	5.15	22
6_report	dividend_shift[62]$_SDFFE_PP0P_	5.56	22
## power groups by stage
stage | clock network, µW | logic [µW] | registers (µW)
4_1_cts | 1330 | 1730 | 1280
5_1_grt | 1380 | 1900 | 1290
6_report | 1300 | 1740 | 1290
## layout by cell type, fill, tap and decap left out, types with 10 or more instances in the layout
master,n
sky130_fd_sc_hd__and2_1,14
sky130_fd_sc_hd__mux2i_1,135
sky130_fd_sc_hd__a221oi_1,31
sky130_fd_sc_hd__nand2b_1,49
sky130_fd_sc_hd__nor2_1,379
sky130_fd_sc_hd__o211ai_1,43
sky130_fd_sc_hd__a22oi_1,33
sky130_fd_sc_hd__a31oi_1,16
sky130_fd_sc_hd__nand4_1,34
sky130_fd_sc_hd__ha_1,163
sky130_fd_sc_hd__a222oi_1,23
sky130_fd_sc_hd__buf_4,65
sky130_fd_sc_hd__clkbuf_16,44
sky130_fd_sc_hd__mux4_2,30
sky130_fd_sc_hd__a211oi_1,24
sky130_fd_sc_hd__inv_1,87
sky130_fd_sc_hd__a21o_1,61
sky130_fd_sc_hd__nor4_1,15
sky130_fd_sc_hd__a21oi_1,287
sky130_fd_sc_hd__xnor2_1,102
sky130_fd_sc_hd__o21ai_0,120
sky130_fd_sc_hd__mux2_2,79
sky130_fd_sc_hd__nor2b_1,20
sky130_fd_sc_hd__nand2_1,420
sky130_fd_sc_hd__dfxtp_1,362
sky130_fd_sc_hd__nor3_1,143
sky130_fd_sc_hd__a311oi_1,10
sky130_fd_sc_hd__nand3_1,22
sky130_fd_sc_hd__a211o_1,11
sky130_fd_sc_hd__clkdlybuf4s50_1,130
sky130_fd_sc_hd__xor2_1,12
## cell families (layout without fill, tap and decap cells)
kind of cell | after synthesis | count (layout)
AOI/OAI and AO/OA | 737 | 737
xor gates and xnor gates | 118 | 118
adders and majority gates | 166 | 166
buffers and inverters | 296 | 362
DFF | 365 | 365
muxes | 244 | 244
and+or+nand+nor | 1143 | 1143
## final cells by class
class / instances / share of cell area
flip-flops and latches: 365 / 0.2607
clock inverters: 20 / 0.008959
repair buffers: 196 / 0.06427
multi-input cells: 2408 / 0.5643
clock buffers: 58 / 0.04323
well taps: 1050 / 0.04680
inverters: 88 / 0.01177
## worst max-delay path: cells and delay by family (launching register included)
family,cells,cell delay (ns)
compound gates,13,3.19
fa+ha+maj,2,0.59
buf+inv,1,0.49
flops,1,0.60
mux,2,0.64
simple gates,4,1.42
## metrics by stage
step | area, µm² | instances | util | total power [µW] | worst slack [ns]
finish | 28070 | 4185 | 0.3536 | 4329 | 5.557
global route | 28070 | 4185 | 0.3536 | 4570 | 5.155
CTS | 28070 | 4185 | 0.3536 | 4343 | 5.522
detailed placement | 26610 | 4107 | 0.3352 | 3032 | 5.568
global placement | 26610 | 4107 | 0.3352 | 3034 | 5.664
floorplan | 24180 | 3069 | - | 2511 | 7.531
## layer usage
layer,vias to the layer above,share of wire
met5,-,0
met4,0,0.031
met3,145,0.062
met2,703,0.46
met1,10716,0.45
li1,11036,-
No activity file was given, so power comes from the tool's default toggle rates.
