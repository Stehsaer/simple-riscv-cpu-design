**./design.v**
```verilog
module csr_mux (
    input  wire [11:0] addr,
    output reg  [31:0] csr_data,
    output reg fail,
    input wire [31:0] mvendorid,
    input wire [31:0] marchid,
    input wire [31:0] mimpid,
    input wire [31:0] mhartid,
    input wire [31:0] mconfigptr,
    input wire [31:0] mstatus,
    input wire [31:0] misa,
    input wire [31:0] mie,
    input wire [31:0] mtvec,
    input wire [31:0] mstatush,
    input wire [31:0] medelegh,
    input wire [31:0] mscratch,
    input wire [31:0] mepc,
    input wire [31:0] mcause,
    input wire [31:0] mtval,
    input wire [31:0] mip,
    input wire [31:0] menvcfg,
    input wire [31:0] menvcfgh
);
    always @(*) begin
        case (addr)
            12'hF11: csr_data = mvendorid;
            12'hF12: csr_data = marchid;
            12'hF13: csr_data = mimpid;
            12'hF14: csr_data = mhartid;
            12'hF15: csr_data = mconfigptr;
            12'h300: csr_data = mstatus;
            12'h301: csr_data = misa;
            12'h304: csr_data = mie;
            12'h305: csr_data = mtvec;
            12'h310: csr_data = mstatush;
            12'h311: csr_data = medelegh;
            12'h340: csr_data = mscratch;
            12'h341: csr_data = mepc;
            12'h342: csr_data = mcause;
            12'h343: csr_data = mtval;
            12'h344: csr_data = mip;
            12'h30A: csr_data = menvcfg;
            12'h31A: csr_data = menvcfgh;
            default: csr_data = 32'b0;
        endcase
    end
    always @(*) begin
        case (addr)
            12'hF11,
            12'hF12,
            12'hF13,
            12'hF14,
            12'hF15,
            12'h300,
            12'h301,
            12'h304,
            12'h305,
            12'h310,
            12'h311,
            12'h340,
            12'h341,
            12'h342,
            12'h343,
            12'h344,
            12'h30A,
            12'h31A:
            fail = 0;
            default: fail = 1;
        endcase
    end
endmodule
```
**./constraint.sdc**
```tcl
current_design csr_mux

set clk_period 5.4
set clk_io_pct 0.2

create_clock -name clk0 -period $clk_period

set non_clock_inputs [all_inputs -no_clocks]
set_input_delay [expr $clk_period * $clk_io_pct] -clock clk0 $non_clock_inputs
set_output_delay [expr $clk_period * $clk_io_pct] -clock clk0 [all_outputs]
```
**./run.sh**
```bash
#!/bin/bash
# OpenROAD 26Q1-2900-gdf79404cd8, Yosys 0.63+post, stock flow scripts
make -C /OpenROAD-flow-scripts/flow DESIGN_CONFIG=/design/flow/config.mk WORK_HOME=/design/flow/orfs finish
```
**./config.mk**
```make
export PLATFORM = sky130hd
export DESIGN_NAME = csr_mux
export DESIGN_NICKNAME = csr_mux
export VERILOG_FILES = /design/flow/design.v
export SDC_FILE = /design/flow/constraint.sdc
export NUM_CORES = 4
export LEC_CHECK = 1
export CORE_AREA = 10 10 243 243
export DIE_AREA = 0 0 253 253
```
==> results.rst <==
Physical design figures
=======================

.. list-table::
   :header-rows: 1

   * - Metric
     - Value
   * - Util after Layout
     - 23.5%
   * - Vias in the first global route
     - 10600
   * - Number of DRC violations after detailed-routing iteration 0
     - 1058
   * - Highest metal layer with signal wires
     - met5
   * - Setup repair after global routing missed its margin
     - no
   * - Dominant logic cell type in the layout
     - sky130_fd_sc_hd__clkdlybuf4s50_1
   * - HP Class
     - primary input to output pin
   * - Number of antenna violations at the first check in global routing
     - 27
   * - Count of final hold-check violations
     - 0
   * - DR pass1 iterations
     - 8
   * - Worst max-slew margin expressed relative to the limit
     - 18.6%
   * - DP Wirelength
     - 67.5 mm
   * - Top Layout Cells
     - sky130_fd_sc_hd__clkdlybuf4s50_1 (616), sky130_fd_sc_hd__buf_4 (87), sky130_fd_sc_hd__a22oi_1 (77)
   * - Total wirelength of the detailed-routed design
     - 77.4 mm
   * - Final critical-path share of the clock period
     - 96.0%
   * - Data arrival at the endpoint of the critical path
     - 4100 ps
   * - Area added between synthesis and finish
     - 144%
   * - Status
     - complete, no violations
   * - Vias per cell
     - 4.90
   * - Final max-slew violation count
     - 0
   * - Via count of the routed design
     - 10100
   * - Residual DRC count
     - 0
   * - Top achievable clock speed
     - 193 MHz
   * - Worst Path Max Fanout
     - 12
   * - Critical path class
     - primary input to output pin
   * - Placeable core region
     - 53800 um2
   * - Pin count of the biggest net entering global routing
     - 46
   * - Worst endpoint required time
     - 4320 ps
   * - Placement-stage cell area
     - 12600 um2
   * - Transition time of the tightest slew-check pin
     - 1210 ps
   * - Area of the synthesized netlist per yosys stat
     - 5160 um2
   * - Antenna violation net count after detailed routing
     - 0
   * - Startpoint Class
     - primary input
   * - Width of the die
     - 253 um
   * - Area of the die
     - 64000 um2
   * - Share of the yosys chip area belonging to registers
     - 0%
   * - Power density over cell area
     - 62.7 nW/um2
   * - Routed length on met2
     - 35.2 mm
   * - Count of final setup violators
     - 0
   * - Register area
     - 0 um2
   * - Setup repair bufs after CTS
     - 0
   * - Count of buffers inserted at the top-level ports
     - 621
   * - Library cells used by synthesis
     - 77
   * - Endpoint class of the critical path
     - output pin
   * - Total number of yosys warnings
     - 1
   * - Die y size
     - 253 um
   * - Max-cap check violation count
     - 0
   * - Area of the mapped netlist
     - 5160 um2
   * - Post-synthesis cell count
     - 727
   * - Min Clock Period, post-route
     - 5180 ps
   * - Tally of filler cells in the layout
     - 5933
   * - Clock buffers
     - 0
   * - Final global-route overflow total
     - 0
   * - Floorplan row count
     - 85
   * - Post-route cell area
     - 12600 um2
   * - Total I/O pin count
     - 621
   * - FF+latch count
     - 0
   * - Total met3 wirelength after detailed routing
     - 7.97 mm
   * - Yosys cell count
     - 727
   * - All-Layer GR Usage
     - 23.4%
   * - Routability Congestion
     - 0.997
   * - Mean Syn Cell Area
     - 7.10 um2
   * - Overall Power
     - 792 uW
   * - Number of warning messages in the logs
     - 32
   * - LEAKAGE
     - 0.00430 uW
   * - Per-cell routed wire length
     - 37.7 um
   * - Worst ir drop on vdd
     - 26.6 uV
   * - Hold-fix buffers at CTS
     - 0
   * - Share of final-layout standard cells stronger than drive strength 1
     - 12.1%
   * - First-pass GRT wire length
     - 99.6 mm
   * - Wire length on met1
     - 32.3 mm
   * - Initial standard-cell utilization of the core
     - 9.60%
==> layer usage <==
| metal | vias to the layer above | track usage [%] |
|---|---|---|
| li1 | 4306 | - |
| met1 | 4912 | 30.6 |
| met2 | 726 | 37.2 |
| met3 | 100 | 7.54 |
| met4 | 30 | 4.63 |
| met5 | - | 0 |
==> synth_stat cells, drive strengths merged (5+ instances only) <==
library cell | number | share of area [%]
a21oi | 31 | 3.0
a221oi | 13 | 2.2
a222oi | 22 | 4.3
a22o | 28 | 4.7
a22oi | 77 | 11
a31oi | 5 | 0.61
a32o | 7 | 1.4
a32oi | 24 | 4.1
and3 | 10 | 1.3
buf | 61 | 7.4
clkbuf | 23 | 1.7
mux2 | 31 | 6.8
mux2i | 59 | 11
nand2 | 63 | 4.7
nand3 | 32 | 3.2
nand4 | 12 | 1.5
nor2 | 42 | 3.2
nor2b | 8 | 1.2
nor3 | 16 | 1.7
nor4 | 5 | 0.85
nor4b | 5 | 1.4
o211ai | 8 | 1.2
o21ai | 34 | 3.3
o221ai | 5 | 0.85
o22ai | 28 | 3.5
o2bb2ai | 5 | 0.85
or3 | 6 | 0.73
or4 | 7 | 1.0
==> final timing paths <==
| kind | from | cells after the start | end | slack (ps) |
|---|---|---|---|---|
| worst max-delay path | addr[10] | 8 | csr_data[11] | 220 |
| worst min-delay path | mtvec[24] | 4 | csr_data[24] | 3150 |
==> power breakdown <==
group / internal [uW] / switching [uW]
Sequential: 0 / 0
Combinational: 483 / 309
Clock: 0.0000844 / 0
Total: 483 / 309
==> critical path: stages <==
cell,delay (ps)
sky130_fd_sc_hd__clkdlybuf4s50_1,580
sky130_fd_sc_hd__and4bb_2,410
sky130_fd_sc_hd__and3_1,400
sky130_fd_sc_hd__buf_4,270
sky130_fd_sc_hd__a32o_1,200
sky130_fd_sc_hd__nor4_1,460
sky130_fd_sc_hd__nand4_1,160
sky130_fd_sc_hd__clkdlybuf4s50_1,520
==> what timing repair did <==
action / 4_1_cts / 5_1_grt
gates resized: 2 / 0
hold endpoints to repair: 0 / 0
setup endpoints to repair: 1 / 0
==> per-stage QoR <==
stage	setup slack (ps)	TNS, ps	instances	hold slack (ps)
floorplan	1810	0	727	2220
global placement	-472	-472	2050	3150
detailed placement	-493	-493	2050	3150
CTS	222	0	2050	3150
global route	93.7	0	2051	3190
finish	218	0	2056	3150
==> area by class of cell <==
cell class / count / area (um2) / area share (%)
Antenna cell: 6 / 15.0 / 0.119
Timing Repair Buffer: 711 / 6950 / 55.1
Inverter: 1 / 3.75 / 0.0297
Multi-Input combinational cell: 642 / 4780 / 37.9
Tap cell: 696 / 871 / 6.90
==> kinds of logic after synthesis <==
| family | synth area share, % |
|---|---|
| AND/OR/NAND/NOR | 25.0 |
| AND-OR/OR-AND | 46.1 |
| buffers and inverters | 9.18 |
| adder cells (fa/ha/maj) | 0.194 |
| multiplexers | 19.5 |
Power and IR drop assume default switching activity.
