==> design/flow/run.sh <==
#!/bin/bash
# OpenROAD 26Q1-2900-gdf79404cd8, Yosys 0.63+post, stock flow scripts
make -C /OpenROAD-flow-scripts/flow DESIGN_CONFIG=/design/flow/config.mk WORK_HOME=/design/flow/orfs finish
==> design/flow/config.mk <==
export PLATFORM = sky130hd
export DESIGN_NAME = csr_pipeline_complex
export DESIGN_NICKNAME = csr_pipeline_complex
export VERILOG_FILES = /design/flow/design.v
export SDC_FILE = /design/flow/constraint.sdc
export NUM_CORES = 4
export LEC_CHECK = 1
export CORE_AREA = 10 10 250 250
export DIE_AREA = 0 0 260 260
==> design/flow/constraint.sdc <==
current_design csr_pipeline_complex

set clk_period 9.1
set clk_io_pct 0.2

create_clock -name clk0 -period $clk_period [get_ports {clk}]

set non_clock_inputs [all_inputs -no_clocks]
set_input_delay [expr $clk_period * $clk_io_pct] -clock clk0 $non_clock_inputs
set_output_delay [expr $clk_period * $clk_io_pct] -clock clk0 [all_outputs]
==> design/flow/design.v <==
module csr_pipeline (
    input wire clk,
    input wire rst,
    input wire wb_flush_i,
    output reg  [31:0] csr_ex_o,
    output wire [31:0] csr_mem_o,
    output wire [31:0] csr_wb_o,
    input wire [31:0] csr_ex_wdata,
    input wire [31:0] csr_ex_wmask,
    input wire [31:0] csr_mem_wdata,
    input wire [31:0] csr_mem_wmask,
    input wire [31:0] csr_wb_wdata,
    input wire [31:0] csr_wb_wmask,
    input wire csr_ex_wen_i,
    input wire csr_mem_wen_i,
    input wire csr_wb_wen_i,
    input wire csr_id_ex_valid_i,
    input wire csr_ex_mem_valid_i,
    input wire csr_mem_wb_valid_i,
    input wire csr_ex_mem_step_i,
    input wire csr_mem_wb_step_i,
    input wire [31:0] csr_reg_i,
    output wire csr_reg_wen_o,
    output wire [31:0] csr_reg_wdata_o
);
    reg [31:0] csr_ex_mem_reg, csr_mem_wb_reg;
    reg csr_ex_mem_dirty, csr_mem_wb_dirty;
    assign csr_wb_o  = csr_reg_i;
    assign csr_mem_o = csr_mem_wb_dirty && csr_mem_wb_valid_i ? csr_mem_wb_reg : csr_reg_i;
    always @(*) begin
        case ({
            csr_ex_mem_dirty && csr_ex_mem_valid_i, csr_mem_wb_dirty && csr_mem_wb_valid_i
        })
            2'b00: csr_ex_o = csr_reg_i;
            2'b01: csr_ex_o = csr_mem_wb_reg;
            2'b10, 2'b11: csr_ex_o = csr_ex_mem_reg;
        endcase
    end
    always @(posedge clk) begin
        if (rst || wb_flush_i) begin
            csr_ex_mem_reg   <= 0;
            csr_ex_mem_dirty <= 0;
        end else begin
            if (csr_ex_mem_step_i) begin
                if (csr_ex_wen_i) begin
                    csr_ex_mem_reg   <= csr_ex_o & ~csr_ex_wmask | csr_ex_wdata & csr_ex_wmask;
                    csr_ex_mem_dirty <= 1;
                end else if (csr_id_ex_valid_i) begin
                    csr_ex_mem_reg   <= csr_ex_o;
                    csr_ex_mem_dirty <= 0;
                end
            end
        end
    end
    always @(posedge clk) begin
        if (rst || wb_flush_i) begin
            csr_mem_wb_reg   <= 0;
            csr_mem_wb_dirty <= 0;
        end else begin
            if (csr_mem_wb_step_i) begin
                if (csr_mem_wen_i) begin
                    csr_mem_wb_reg   <= csr_mem_o & ~csr_mem_wmask | csr_mem_wdata & csr_mem_wmask;
                    csr_mem_wb_dirty <= 1;
                end else if (csr_ex_mem_valid_i) begin
                    csr_mem_wb_reg   <= csr_ex_mem_reg;
                    csr_mem_wb_dirty <= csr_ex_mem_dirty;
                end
            end
        end
    end
    assign csr_reg_wen_o   = csr_mem_wb_valid_i && (csr_wb_wen_i || csr_mem_wb_dirty);
    assign csr_reg_wdata_o = csr_wb_wen_i ? (csr_reg_i & ~csr_wb_wmask | csr_wb_wdata & csr_wb_wmask) : csr_mem_wb_reg;
endmodule
module csr_pipeline_complex (
    input wire clk,
    input wire rst,
    input wire wb_flush_i,
    output reg  [31:0] csr_ex_o,
    output wire [31:0] csr_mem_o,
    output wire [31:0] csr_wb_o,
    input wire [31:0] csr_ex_wdata,
    input wire [31:0] csr_ex_wmask,
    input wire [31:0] csr_mem_wdata,
    input wire [31:0] csr_mem_wmask,
    input wire [31:0] csr_wb_wdata,
    input wire [31:0] csr_wb_wmask,
    input wire csr_ex_wen_i,
    input wire csr_mem_wen_i,
    input wire csr_wb_wen_i,
    input wire csr_id_ex_valid_i,
    input wire csr_ex_mem_valid_i,
    input wire csr_mem_wb_valid_i,
    input wire csr_ex_mem_step_i,
    input wire csr_mem_wb_step_i,
    input  wire [31:0] csr_reg_i,
    output wire [31:0] csr_reg_wmask_o,
    output wire [31:0] csr_reg_wdata_o
);
    reg [31:0] csr_ex_mem_reg, csr_mem_wb_reg;
    reg [31:0] csr_ex_mem_dirty, csr_mem_wb_dirty;
    assign csr_wb_o  = csr_reg_i;
    assign csr_mem_o = (|csr_mem_wb_dirty) && csr_mem_wb_valid_i ? csr_mem_wb_reg : csr_reg_i;
    always @(*) begin
        case ({
            (|csr_ex_mem_dirty) && csr_ex_mem_valid_i, (|csr_mem_wb_dirty) && csr_mem_wb_valid_i
        })
            2'b00: csr_ex_o = csr_reg_i;
            2'b01: csr_ex_o = csr_mem_wb_reg;
            2'b10, 2'b11: csr_ex_o = csr_ex_mem_reg;
        endcase
    end
    always @(posedge clk) begin
        if (rst || wb_flush_i) begin
            csr_ex_mem_reg   <= 0;
            csr_ex_mem_dirty <= 0;
        end else begin
            if (csr_ex_mem_step_i) begin
                if (csr_ex_wen_i) begin
                    csr_ex_mem_reg   <= csr_ex_o & ~csr_ex_wmask | csr_ex_wdata & csr_ex_wmask;
                    csr_ex_mem_dirty <= csr_ex_wmask;
                end else if (csr_id_ex_valid_i) begin
                    csr_ex_mem_reg   <= csr_ex_o;
                    csr_ex_mem_dirty <= 0;
                end
            end
        end
    end
    always @(posedge clk) begin
        if (rst || wb_flush_i) begin
            csr_mem_wb_reg   <= 0;
            csr_mem_wb_dirty <= 0;
        end else begin
            if (csr_mem_wb_step_i) begin
                if (csr_mem_wen_i) begin
                    csr_mem_wb_reg   <= csr_mem_o & ~csr_mem_wmask | csr_mem_wdata & csr_mem_wmask;
                    csr_mem_wb_dirty <= csr_mem_wmask | csr_ex_mem_dirty;
                end else if (csr_ex_mem_valid_i) begin
                    csr_mem_wb_reg   <= csr_ex_mem_reg;
                    csr_mem_wb_dirty <= csr_ex_mem_dirty;
                end
            end
        end
    end
    assign csr_reg_wmask_o = csr_mem_wb_valid_i ? ((csr_wb_wen_i ? csr_wb_wmask : 0) | csr_mem_wb_dirty) : 0;
    assign csr_reg_wdata_o = csr_wb_wen_i ? (csr_reg_i & ~csr_wb_wmask | csr_wb_wdata & csr_wb_wmask) : csr_mem_wb_reg;
endmodule
==> reports/results.env <==
CP-START-KIND='input pin'
CRIT_PATH_ARRIVAL_TIME_NS=4.44
NUM_ROWS=87
FILLCELLCOUNT=6074
TOTAL_GLOBAL_ROUTING_TRACK_UTILIZATION_PCT=13.28
POWER.STATIC_LEAKAGE_nW=4.873
POST_ROUTE_CELLS_DRIVE_ABOVE_1_SHARE_PCT=6.929
HPWLAFTERDP_MICRONS=34630
YS_CELLS=1154
DRTPASS1ITERATIONS=7
POSTCTSHOLDBUFS=0
CTS-HTREE-LEVELS=4
AVGVIACOUNTPERCELL=4.490
MAX_FREQ_GHz=0.1598
DETAILED_PLACE.AREA_SQ_UM=12970
DRT_ITER0_DRC=645
DESIGN_AREA_SQ_UM=13570
GLOBAL_ROUTE_WIRE_LENGTH_BEFORE_REPAIR_MICRONS=66430
CTS_POST_SETUP_BUFFERS_INSERTED=0
SETUP_VIOL_COUNT_FINAL=0
FIN_CRIT_NS=6.258
YS_SEQ_SHARE_PCT=29.99
VIAS=10013
CRITPATHMAXFANOUT=34
TIMING.FINAL.HOLD_VIOLATIONS=0
WORST_SLEW_PIN_SLEW_NS=0.9775
WORSTSETUPPATHTYPE='input pin to output pin'
GRT_SETUP_UNREPAIRED='no'
CLOCK_TREE.ROOT_CELL='clkbuf_16'
STATUS='complete, no violations'
FLOW.AREA_GROWTH_FROM_SYNTHESIS_PCT=58.77
SYNTHESIS_WARNINGS=1
CTS-RESIZED-GATES=0
YS.FLOP_TYPE='dfxtp_1'
ANTENNA_FOUND_INITIAL=4
GRT_PASS1_VIAS=9804
TIMING.MAX_SLEW.REL_SLACK_PCT=34.59
TOP_LEVEL_PORTS=395
FINAL.PERIOD_UTILIZATION_PCT=68.77
WORSTPATHCELLLIST='buf_2 > buf_4 > o21ai_4 > buf_4 > mux2i_1 > a21oi_1 > clkdlybuf4s50_1'
SYNTH.YOSYS.CHIP_AREA_SQ_UM=8546
FINAL_CELL_MIX='clkdlybuf4s50_1 (388), nor2_1 (190), a21oi_1 (160)'
CTS_BUFFERS=17
WORST_SETUP_PATH_END_KIND='output pin'
CTS-ROOT-TO-SINK-BUFFERS=2
POST_SYNTH_NUM_CELL_TYPES=32
FINAL_WIRELENGTH_MICRONS=46690
GRT_MAX_DEGREE=66
CLK_TRANSITION_REPORTED_PATHS_NS=0.06
WORST_STAGE_DELAY_ON_THE_CRITICAL_PATH_NS=0.55
HP-CLASS='flop to flop'
GRT_OVERFLOW_TOTAL=0
CRIT_PATH_FREQUENT_CELL='buf_4'
CHIPAREA_SQ_UM=67600
CELLPOWERDENSITY_nW_PER_UM2=141.5
WORST_R2R_PATH_CELLS=9
GPL.FINAL_WEIGHTED_CONGESTION=0.8693
BUFFER_PORTS.INSERTED=394
LAYOUT.CELLS.MOST_COMMON='clkdlybuf4s50_1'
ANT_NETS=0
FLOORPLAN.INITIALDENSITY_PCT=15.07
SYNTH.AVG_CELL_AREA_SQ_UM=7.405
CLOCK_INSERTION_DELAY_AT_THE_LATER_PIN_OF_THE_SKEW_REPORT_NS=0.47
NUMBER_OF_MAX_SLEW_VIOLATIONS_IN_THE_FINAL_REPORT=0
SYNTHARSTFLOPSHARE_PCT=0
POST_SYNTHESIS_INSTANCE_AREA_SQ_UM=8546
DIE_H_MICRONS=260
CLOCK_SINK_COUNT=128
COUNT_OF_FLIP_FLOPS_WITH_A_BUILT_IN_ENABLE_AFTER_SYNTHESIS=0
DIE_WIDTH_MICRONS=260
CRITICAL_PATH_REQUIRED_NS=7.28
CTS_TREE='built'
WARNINGS=25
AVGROUTEDWIREPERCELL_MICRONS=20.94
HOLD-PATH-CELL-COUNT=2
FINAL.SETUP_SKEW_NS=0.01136
CORE_SQ_UM=56710
SETUP_TOTAL_NEGATIVE_SLACK_NS=0
NUMBER_OF_REMAINING_DRC_ERRORS=0
TIMING.MAX_CAP.VIOLATIONS=0
VDD.IR_DROP.WORST_mV=0.1465
SYN-INSTANCE-COUNT=1154
CRITICAL-PATH-SLOWEST-CELL='buf_4'
YS.FLOPS=128
-- through the flow --
| step | total power, mW | hold slack [ns] | utilization (%) | instances | setup WS [ns] |
|---|---|---|---|---|---|
| 6_report | 1.920 | 0.5181 | 23.92 | 2230 | 2.842 |
| 5_1_grt | 2.013 | 0.5479 | 23.92 | 2229 | 2.667 |
| 4_1_cts | 1.950 | 0.5226 | 23.92 | 2228 | 2.787 |
| 3_5_place_dp | 1.218 | 0.5041 | 22.87 | 2196 | 2.789 |
| 3_3_place_gp | 1.216 | 0.4938 | 22.87 | 2196 | 2.802 |
| 2_1_floorplan | 0.8540 | 0.4767 | - | 1154 | 4.598 |
-- critical path, delay by kind of cell --
kind	cells	cell delay, ns
multiplexers	1	0.26
buffers and inverters	4	1.49
AND-OR/OR-AND	2	0.79
-- where the power goes --
part	internal [mW]	switching, mW
clock network	0.427	0.294
logic	0.303	0.293
registers	0.583	0.0203
-- cells in the mapped netlist, types with 2 or more instances --
master | count | area (sq um)
a32oi_1 | 31 | 271.5
o22a_1 | 2 | 17.52
o21a_1 | 2 | 15.01
clkbuf_1 | 81 | 304.0
nand3b_1 | 31 | 232.7
dfxtp_1 | 128 | 2562
buf_8 | 3 | 45.04
nor2_1 | 191 | 716.9
buf_2 | 7 | 35.03
mux2i_1 | 64 | 640.6
buf_4 | 35 | 262.8
buf_1 | 7 | 26.28
nand2_1 | 33 | 123.9
nor4_1 | 16 | 100.1
nor2b_1 | 32 | 200.2
o211ai_1 | 31 | 232.7
and3_1 | 32 | 200.2
nand4_1 | 4 | 25.02
o31ai_1 | 31 | 232.7
a311oi_2 | 30 | 450.4
a21oi_1 | 160 | 800.8
o21ai_1 | 4 | 20.02
o21ai_0 | 95 | 475.5
inv_1 | 64 | 240.2
a211oi_1 | 33 | 247.7
-- final timing paths --
kind	from	end	slack, ns
worst min-delay path	csr_ex_mem_dirty[12]	csr_ex_mem_dirty[12]	0.52
worst max register to register	csr_ex_mem_dirty[16]	csr_ex_mem_reg[16]	5.68
worst min register to register	csr_ex_mem_dirty[12]	csr_ex_mem_dirty[12]	0.52
worst max-delay path	csr_mem_wb_valid_i	csr_ex_o[22]	2.84
-- layer usage --
metal | global-route usage [%] | wire (microns) | vias up
met2 | 20.87 | 21200 | 496
met3 | 4.596 | 4566 | 56
met4 | 2.680 | 925 | 4
li1 | - | - | 4788
met1 | 17.44 | 19960 | 4669
met5 | 0 | 27 | -
-- cell type report --
class	instances	area, sq um	area share [%]
Tap cell	756	945.9	6.972
Inverter	64	240.2	1.771
Multi-Input combinational cell	829	5112	37.68
Antenna cell	2	5.005	0.03689
Sequential cell	128	2562	18.89
Timing Repair Buffer	419	4106	30.27
Clock inverter	15	170.2	1.254
Clock buffer	17	425.4	3.135
-- logic make-up after synthesis --
kind of cell           Yosys count  share of synthesized area (%)
flip-flops                     128                          29.99
multiplexers                    64                          7.496
AND-OR/OR-AND                  423                          32.91
buffers and inverters          197                          10.69
AND/OR/NAND/NOR                342                          18.92
No activity file was given, so power comes from the tool's default toggle rates.
