==> design.v <==
module time_axi (
    input wire aclk,
    input wire aresetn,
    input wire [11:0] awaddr,
    input wire [3:0] awprot,
    input wire awvalid,
    output wire awready,
    input wire [31:0] wdata,
    input wire [3:0] wstrb,
    input wire wvalid,
    output wire wready,
    output wire [1:0] bresp,
    output wire bvalid,
    input wire bready,
    input wire [11:0] araddr,
    input wire [3:0] arprot,
    input wire arvalid,
    output wire arready,
    output wire [31:0] rdata,
    output wire [1:0] rresp,
    output wire rvalid,
    input wire rready,
    output wire timer_trigger,
    output wire timer_overflow
);
    reg [63:0] timer_reg;
    reg [63:0] timer_cmp_reg;
    reg [31:0] timer_low_temp;
    reg timer_low_temp_valid;
    reg [9:0] axi_address_buffer;
    reg [31:0] axi_data_buffer;
    reg [31:0] axi_write_target;
    reg [3:0] axi_wmask_buffer;
    wire [31:0] ext_wstb = {{8{axi_wmask_buffer[3]}}, {8{axi_wmask_buffer[2]}}, {8{axi_wmask_buffer[1]}}, {8{axi_wmask_buffer[0]}}};
    wire [31:0] write_result = (axi_write_target & ~ext_wstb) | (axi_data_buffer & ext_wstb);
    assign timer_trigger = timer_reg == timer_cmp_reg;
    reg [2:0] state;
    localparam STATE_IDLE = 0;
    localparam STATE_WRITE = 1;
    localparam STATE_WRITE_RESP = 2;
    localparam STATE_READ = 3;
    localparam STATE_READ_RESPONSE = 4;
    localparam ADDR_TIMERL = 0;
    localparam ADDR_TIMERH = 1;
    localparam ADDR_TIMECMPL = 2;
    localparam ADDR_TIMECMPH = 3;
    wire [63:0] timer_next;
    assign {timer_overflow, timer_next} = timer_reg + 1;
    always @(posedge aclk) begin
        if (!aresetn) begin
            timer_reg            <= 64'h0;
            timer_cmp_reg        <= 64'h0;
            timer_low_temp_valid <= 0;
        end else begin
            if (state == STATE_WRITE_RESP) begin
                case (axi_address_buffer)
                    ADDR_TIMERL:   timer_reg[31:0] <= write_result;
                    ADDR_TIMERH:   timer_reg[63:32] <= write_result;
                    ADDR_TIMECMPL: timer_cmp_reg[31:0] <= write_result;
                    ADDR_TIMECMPH: timer_cmp_reg[63:32] <= write_result;
                endcase
            end else timer_reg <= timer_next;
            case (state)
                STATE_IDLE: begin
                    if (awvalid) begin   
                        axi_address_buffer <= awaddr[11:2];
                        axi_data_buffer    <= wdata;
                        state              <= STATE_WRITE;
                    end else if (arvalid) begin
                        axi_address_buffer <= araddr[11:2];
                        state              <= STATE_READ;
                    end
                end
                STATE_WRITE: begin
                    if (wvalid) begin
                        state            <= STATE_WRITE_RESP;
                        axi_data_buffer  <= wdata;
                        axi_wmask_buffer <= wstrb;
                        case (axi_address_buffer)
                            ADDR_TIMERL: axi_write_target <= timer_reg[31:0];
                            ADDR_TIMERH: axi_write_target <= timer_reg[63:32];
                            ADDR_TIMECMPL: axi_write_target <= timer_cmp_reg[31:0];
                            ADDR_TIMECMPH: axi_write_target <= timer_cmp_reg[63:32];
                            default: axi_write_target <= 32'h0;
                        endcase
                    end
                end
                STATE_WRITE_RESP: begin
                    if (bready) begin
                        state <= STATE_IDLE;
                    end
                end
                STATE_READ: begin
                    state <= STATE_READ_RESPONSE;
                    case (axi_address_buffer)
                        ADDR_TIMERL: begin
                            if (timer_low_temp_valid) begin
                                axi_data_buffer      <= timer_low_temp;
                                timer_low_temp_valid <= 0;
                            end else begin
                                axi_data_buffer <= timer_reg[31:0];
                            end
                        end
                        ADDR_TIMERH: begin
                            timer_low_temp_valid <= 1;
                            timer_low_temp       <= timer_reg[31:0];
                            axi_data_buffer      <= timer_reg[63:32];
                        end
                        ADDR_TIMECMPL: axi_data_buffer <= timer_cmp_reg[31:0];
                        ADDR_TIMECMPH: axi_data_buffer <= timer_cmp_reg[63:32];
                        default: axi_data_buffer <= 32'h0;
                    endcase
                end
                STATE_READ_RESPONSE: begin
                    if (rready) begin
                        state <= STATE_IDLE;
                    end
                end
                default: state <= STATE_IDLE;
            endcase
        end
    end
    assign wready  = state == STATE_WRITE;
    assign bresp   = axi_address_buffer < 4 ? 2'b00 : 2'b11;
    assign bvalid  = state == STATE_WRITE_RESP;
    assign rvalid  = state == STATE_READ_RESPONSE;
    assign rdata   = axi_data_buffer;
    assign rresp   = bresp;
    assign arready = state == STATE_IDLE;
    assign awready = state == STATE_IDLE;
endmodule
==> run.sh <==
#!/bin/bash
# OpenROAD 26Q1-2900-gdf79404cd8, Yosys 0.63+post, stock flow scripts
make -C /OpenROAD-flow-scripts/flow DESIGN_CONFIG=/design/flow/config.mk WORK_HOME=/design/flow/orfs finish
==> config.mk <==
export PLATFORM = sky130hd
export DESIGN_NAME = time_axi
export DESIGN_NICKNAME = time_axi
export VERILOG_FILES = /design/flow/design.v
export SDC_FILE = /design/flow/constraint.sdc
export NUM_CORES = 4
export LEC_CHECK = 1
export CORE_UTILIZATION = 40
==> constraint.sdc <==
current_design time_axi

set clk_period 14.0
set clk_io_pct 0.2

create_clock -name clk0 -period $clk_period [get_ports {aclk}]

set non_clock_inputs [all_inputs -no_clocks]
set_input_delay [expr $clk_period * $clk_io_pct] -clock clk0 $non_clock_inputs
set_output_delay [expr $clk_period * $clk_io_pct] -clock clk0 [all_outputs]
==> qor.csv <==
metric,value,unit
outcome,completed,
end point of the critical path,timer_overflow,
first-iteration detailed-routing DRC count,800,
"Design Area, Final",15400,sq um
Synth Instances,1426,
post-route ant nets,0,
layout cells sized above 1,0.121,
Fmax,0.158,GHz
H-tree depth,1,
Maximum Capacitance Violations,0,
Area Growth Syn to Fin,16.4,%
# rows,66,
Die H,184,um
post-CTS setup buffer count,0,
CP Launch Type,flip-flop,
RD Place Congestion,0.960,
post-synthesis sequential area ratio,0.453,
# diodes,0,
power density cells,113,nW/um^2
Placed Instances,1881,
Flops after synth,244,
RSZ-0062 raised after global routing,false,
CTS Buf Count,28,
post-cts hold-fix buffer tally,0,
CP startpoint,timer_reg[41],
Basic Gates by Area,0.186,
Setup Skew,0.00638,ns
arrival time worst endpoint,3.53,ns
First-pass DRT Iterations,5,
Slew Limit Fails,0,
Post-CTS Resized,0,
vias in the first global route,10700,
DP Area,14500,sq um
wire per inst,23.5,um
dominant cell type by area after synthesis,edfxtp_1,
XOR/XNOR Area Share,0.0451,
Floorplan Utilization,0.406,
DRC viols,0,
GRT overflow,0,
P_sw,437,uW
register clock-pin slew on the reported worst setup and hold paths,0.06,ns
Sequential Power Share,0.466,
Final period util,0.452,
Synth logic family,simple AND/OR/NAND/NOR gates,
"Hold Vio Cnt, Final",0,
Commonest Layout Cell,nor2_1,
"Min Clock Period, post-route",6.33,ns
post-synth cell types,73,
clk latency late pin,0.55,ns
initial antenna violation count,1,
core box area,32500,sq um
clock network fraction of total power,0.424,
Die W,184,um
Worst Hold Class,reg -> reg,
fillers,3106,
Top area cell types,"edfxtp_1 (25%), dfxtp_1 (20%), nor2_1 (5.9%)",
Tool Warnings,37,
hold path cells,2,
Worst-Margin Slew,0.911,ns
"Async S/R FF share, synth",0,
WL final,45.4,mm
first-pass GRT wire length,68.2,mm
Top Layout Cells,"nor2_1 (209), a21oi_1 (155), dfxtp_1 (132)",
area reported by Yosys stat,13200,sq um
GRT Total Usage,0.287,
Max clock buf depth,3,
dpl hpwl,31.5,mm
"Primary FF master, synth",dfxtp_1,
Die ar.,33800,sq um
Cell Int Power,1.30,mW
largest net degree at the start of global routing,65,
Layout Cells excl Fill,1933,
post-layout util,0.473,
count of boundary I/O pins,118,
syn avg cell area,9.27,sq um
synthesized cell area,13200,sq um
TritonCTS clock tree,built,
Sink Count,244,
mux share,0.0976,
port bufs,105,
worst relative slew slack,0.391,
FF-to-FF path depth,8,
Post-synth EDFFs,110,
Sw Share,0.252,
DR vias,11200,
Synth Area in Compound Gates,0.167,
Crit Path Class,reg -> out,
Fin Setup TNS,0,ns
Gate power share,0.110,
"area share, top type",0.250,
root buffer cell,clkbuf_16,
FF-to-FF setup slack,10.62,ns
yosys warns,1,
Max IR drop VDD,0.0945,mV
Leak,5.72,nW
reg2reg start,axi_address_buffer[4],
Setup crit end kind,output pin,
Adder Area Share,0.000947,
crit path max fanout,9,
crit path DRT,11.20,ns
Yosys Instances,1426,
vias per inst,5.80,
final setup fails,0,
FF-to-FF End,timer_reg[59],
==> critical path, cell delays in order, from the launching register on <==
cell and delay, ns:
dfxtp_1 0.54, nand4_1 0.22, nor4_1 0.75, nand2_1 0.40
nor4_1 0.51, clkdlybuf4s50_1 0.55
==> synthesized netlist by cell type, types with 25 or more instances <==
| cell | n |
|---|---|
| nand3_1 | 37 |
| nor2_1 | 209 |
| nand4_1 | 32 |
| nor3_1 | 25 |
| nand2_1 | 82 |
| a21oi_1 | 156 |
| o21ai_0 | 34 |
| nor4_1 | 38 |
| xor2_1 | 65 |
| edfxtp_1 | 110 |
| dfxtp_1 | 134 |
| clkbuf_1 | 86 |
| mux2i_1 | 43 |
| mux2_2 | 64 |
| a22oi_1 | 30 |
| a21o_1 | 27 |
==> metrics by stage <==
step | hold slack [ns] | setup slack, ns | total power, mW
global route | 0.500 | 7.53 | 1.80
CTS | 0.479 | 7.64 | 1.75
floorplan | 0.403 | 8.09 | 0.907
global placement | 0.460 | 8.22 | 1.01
finish | 0.478 | 7.67 | 1.74
detailed placement | 0.471 | 8.23 | 1.02
==> how the worst min path moves through the flow <==
stage / start / to
final: timer_cmp_reg[39] / timer_cmp_reg[39]
after global routing: timer_cmp_reg[39] / timer_cmp_reg[39]
after CTS: timer_cmp_reg[63] / timer_cmp_reg[63]
==> per-layer routing <==
| layer | global-route usage | up-vias | wire length [um] |
|---|---|---|---|
| met5 | 0 | - | 13 |
| met1 | 0.423 | 5402 | 20000 |
| met3 | 0.0790 | 82 | 3730 |
| li1 | - | 5315 | - |
| met2 | 0.430 | 412 | 20200 |
| met4 | 0.0777 | 2 | 1430 |
==> power groups by stage <==
| stage | registers [mW] | logic [mW] | clock network (mW) |
|---|---|---|---|
| CTS | 0.809 | 0.192 | 0.748 |
| global route | 0.813 | 0.207 | 0.776 |
| finish | 0.809 | 0.191 | 0.735 |
==> cells by family (layout without fill, tap and decap cells) <==
family,count (synthesis),in the layout
simple gates,512,512
xor+xnor,68,68
compound gates,349,349
buf+inv,139,204
mux,113,113
flops,244,244
fa+ha+maj,1,1
==> cell type report <==
cell class / instances / area, sq um / area share
inverters: 16 / 60.1 / 0.00391
repair buffers: 136 / 1280 / 0.0835
clock inverters: 5 / 75.1 / 0.00488
clock buffers: 47 / 833 / 0.0542
multi-input cells: 1043 / 6580 / 0.428
flip-flops and latches: 244 / 5990 / 0.389
well taps: 442 / 553 / 0.0360
Power is estimated from default activity; no workload was simulated.
